`design/flow/config.mk`:
```
export PLATFORM = sky130hd
export DESIGN_NAME = MPQ
export DESIGN_NICKNAME = MPQ
export VERILOG_FILES = /design/flow/design.v
export SDC_FILE = /design/flow/constraint.sdc
export NUM_CORES = 4
export LEC_CHECK = 1
export CORE_UTILIZATION = 50
```
`design/flow/constraint.sdc`:
```
current_design MPQ

set clk_period 18.4
set clk_io_pct 0.2

create_clock -name clk0 -period $clk_period [get_ports {clk}]

set non_clock_inputs [all_inputs -no_clocks]
set_input_delay [expr $clk_period * $clk_io_pct] -clock clk0 $non_clock_inputs
set_output_delay [expr $clk_period * $clk_io_pct] -clock clk0 [all_outputs]
```
`design/flow/design.v`:
```
module MPQ(
    clk,
    rst,
    data_valid,
    data,
    cmd_valid,
    cmd,
    index,
    value,
    busy,
    RAM_valid,
    RAM_A,
    RAM_D,
    done
);
    input clk;
    input rst;
    input data_valid;
    input [7:0] data;
    input cmd_valid;
    input [2:0] cmd;
    input [7:0] index;
    input [7:0] value;
    output reg busy;
    output reg RAM_valid;
    output reg [7:0] RAM_A;
    output reg [7:0] RAM_D;
    output reg done;
    parameter [3:0] IDLE = 4'd0;
    parameter [3:0] READ = 4'd1;
    parameter [3:0] BUILD_QUEUE = 4'd2;
    parameter [3:0] MH_COMPARE = 4'd3;
    parameter [3:0] MH_RECURSE = 4'd4;
    parameter [3:0] EXTRACT_MAX = 4'd5;
    parameter [3:0] INCREASE_VALUE = 4'd6;
    parameter [3:0] INSERT_DATA = 4'd7;
    parameter [3:0] WRITE = 4'd8;
    reg [3:0] state;
    reg [3:0] next_state;
    reg R_done;
    reg initialized_i;
    reg do_MH;
    reg BQ_done;
    reg [4:0] i;
    reg [4:0] _i;
    reg [4:0] l;
    reg [4:0] r;
    reg [4:0] largest;
    reg [7:0] temp_data;
    reg MH_COMPARE_done;
    reg MH_RECURSE_done;
    reg MH_done;
    reg EXTRACT_MAX_done;
    reg INCREASE_VALUE_done;
    reg INSERT_DATA_done;
    reg initialized_tree_counter;
    reg [4:0] tree_counter;
    reg [4:0] tree_data_number;
    reg [7:0] tree [0:31];
    integer loop_idx;
    always @(posedge clk or posedge rst) begin
        if (rst) begin
            busy <= 0;
            RAM_valid <= 0;
            RAM_A <= 0;
            RAM_D <= 0;
            done <= 0;
            state <= IDLE;
            R_done <= 0;
            initialized_i <= 0;
            do_MH <= 0;
            BQ_done <= 0;
            i <= -1;
            _i <= -1;
            l <= -1;
            r <= -1;
            largest <= -1;
            temp_data <= 0;
            MH_COMPARE_done <= 0;
            MH_RECURSE_done <= 0;
            MH_done <= 0;
            EXTRACT_MAX_done <= 0;
            INCREASE_VALUE_done <= 0;
            INSERT_DATA_done <= 0;
            initialized_tree_counter <= 0;
            tree_counter <= 0;
            tree_data_number <= 0;
            for (loop_idx = 0; loop_idx < 32; loop_idx = loop_idx + 1) begin
                tree[loop_idx] <= 0;
            end
        end else begin
            state = next_state;
            case (state)
                IDLE: begin
                    busy <= 0;
                    R_done <= 0;
                    initialized_i <= 0;
                    do_MH <= 0;
                    BQ_done <= 0;
                    i <= -1;
                    _i <= -1;
                    l <= -1;
                    r <= -1;
                    largest <= -1;
                    temp_data <= 0;
                    MH_COMPARE_done <= 0;
                    MH_RECURSE_done <= 0;
                    MH_done <= 0;
                    EXTRACT_MAX_done <= 0;
                    INCREASE_VALUE_done <= 0;
                    INSERT_DATA_done <= 0;
                    loop_idx <= 0;
                end
                READ: begin
                    busy <= 1;
                    if (data_valid) begin
                        tree[tree_data_number] <= data;
                        tree_data_number <= tree_data_number + 1;
                    end else begin
                        R_done <= 1;
                    end
                end
                BUILD_QUEUE: begin
                    busy <= 1;
                    if (initialized_i == 0) begin
                        i = (tree_data_number - 1) / 2;
                        _i = i;
                        initialized_i <= 1;
                        do_MH <= 1;
                    end else if (i > 0 && largest == _i) begin
                        i = i - 1;
                        _i = i;
                    end else if (i == 0 && largest == _i) begin
                        do_MH <= 0;
                        BQ_done <= 1;
                    end
                end
                MH_COMPARE: begin
                    MH_RECURSE_done = 0;
                    l = 2 * (_i + 1) - 1;
                    r = 2 * (_i + 1);
                    largest = _i;
                    if (l < tree_data_number && tree[l] > tree[_i]) begin
                        largest = l;
                    end else begin
                        largest = _i;
                    end
                    if (r < tree_data_number && tree[r] > tree[largest]) begin
                        largest = r;
                    end
                    if (largest != _i) begin
                        temp_data = tree[_i];
                        tree[_i] = tree[largest];
                        tree[largest] = temp_data;
                        MH_COMPARE_done = 1;
                    end else begin
                        MH_done = 1;
                    end
                end
                MH_RECURSE: begin
                    MH_COMPARE_done <= 0;
                    _i <= largest;
                    MH_RECURSE_done <= 1;
                end
                EXTRACT_MAX: begin
                    busy <= 1;
                    tree[0] = tree[tree_data_number - 1];
                    tree_data_number = tree_data_number - 1;
                    EXTRACT_MAX_done = 1;
                end
                INCREASE_VALUE: begin
                    busy <= 1;
                    tree[index] = value;
                    INCREASE_VALUE_done = 1;
                end
                INSERT_DATA: begin
                    busy <= 1;
                    tree[tree_data_number] = value;
                    tree_data_number = tree_data_number + 1;
                    INSERT_DATA_done = 1;
                end
                WRITE: begin
                    busy <= 1;
                    if (initialized_tree_counter == 0) begin
                        tree_counter <= 0;
                        initialized_tree_counter <= 1;
                    end else if (tree_counter < tree_data_number) begin
                        RAM_valid <= 1;
                        RAM_A <= tree_counter;
                        RAM_D <= tree[tree_counter];
                        tree_counter = tree_counter + 5'b00001;
                    end else begin
                        done <= 1;
                    end
                end
            endcase
        end
    end
    always @(*) begin
        next_state = state;
        case (state)
            IDLE: begin
                if (data_valid) begin
                    next_state <= READ;
                end else if (cmd_valid) begin
                    if (cmd == 3'b000) begin
                        next_state <= BUILD_QUEUE;
                    end else if (cmd == 3'b001) begin
                        next_state <= EXTRACT_MAX;
                    end else if (cmd == 3'b010) begin
                        next_state <= INCREASE_VALUE;
                    end else if (cmd == 3'b011) begin
                        next_state <= INSERT_DATA;
                    end else if (cmd == 3'b100) begin
                        next_state <= WRITE;
                    end
                end
            end
            READ: begin
                if (R_done) begin
                    next_state <= IDLE;
                end
            end
            BUILD_QUEUE: begin
                if (do_MH) begin
                    next_state <= MH_COMPARE;
                end else if (BQ_done) begin
                    next_state <= IDLE;
                end
            end
            MH_COMPARE: begin
                if (MH_COMPARE_done) begin
                    next_state <= MH_RECURSE;
                end else if (MH_done) begin
                    if (do_MH) begin
                        next_state <= BUILD_QUEUE;
                    end else begin
                        next_state <= IDLE;
                    end
                end
            end
            MH_RECURSE: begin
                if (MH_RECURSE_done) begin
                    next_state <= MH_COMPARE;
                end
            end
            EXTRACT_MAX: begin
                if (EXTRACT_MAX_done) begin
                    next_state <= BUILD_QUEUE;
                end
            end
            INCREASE_VALUE: begin
                if (INCREASE_VALUE_done) begin
                    next_state <= BUILD_QUEUE;
                end
            end
            INSERT_DATA: begin
                if (INSERT_DATA_done) begin
                    next_state <= BUILD_QUEUE;
                end
            end
            WRITE: begin
                if (done) begin
                    next_state <= IDLE;
                end
            end
        endcase
    end
endmodule
```
`design/flow/run.sh`:
```
#!/bin/bash
# OpenROAD 26Q1-2900-gdf79404cd8, Yosys 0.63+post, stock flow scripts
make -C /OpenROAD-flow-scripts/flow DESIGN_CONFIG=/design/flow/config.mk WORK_HOME=/design/flow/orfs finish
```
==> Slide: Implementation Results <==
Key Metrics from the Run

Placed design
  • Pre-CTS setup slack: approximately 4600 ps
  • Port Buffer Count: 43
  • Placed Cells: between 5000 and 6000
  • GP Congestion: 1.62
  • Post-DP HPWL: about 200000 um

Floorplanning
  • # IOs: around 50
  • Starting density of the core: 0.507
  • Row count: ~91
  • Die width: ~250 um
  • Die Ht: 253 um

Synth
  • Top logic family: AND-OR/OR-AND gates
  • Yosys xor share: 0.00701
  • Yosys Instances: ~4200
  • Ao+oa area frac: 0.413
  • Avg Cell Area, Syn: 7.50 um2
  • Most common cell in the netlist: nand2_1
  • Distinct lib cells: between 100 and 150
  • Asr flop ratio synth: 1.00
  • Number of synthesized register bits: 317
  • YS chip area: approximately 0.031 mm2
  • Area leader share: 0.240
  • Register area share after synthesis: 0.253
  • Most frequent cells after synthesis: nand2_1, nor2_1, a21oi_1
  • Main synth FF type: dfrtp_1
  • Synth Area in Adders: 0.0195
  • Count of library flops with an enable pin: 0
  • MUX area fraction: 0.0409
  • Largest area contributor in the netlist: dfrtp_1
  • Simple Share, Synth: 0.211
  • Area of the mapped netlist: ~0.031 mm2
  • Synthesized instance count: roughly 4200
  • Yosys Warn Count: 2
  • Cell area leaders: dfrtp_1, a22oi_1, nand2_1

Status
  • Err: [ERROR GRT-0116] Global routing finished with congestion. Check the congestion regions in the DRC Viewer.
  • Run status: stopped before the end
  • Stopping stage: global routing

Global route
  • Global-route wire length before repair: between 400000 and 500000 um
  • Pin count of the biggest net entering global routing: ~76
  • Vias in the first global route: a little over 50000
  • Total Routing Usage GR: 0.995
  • Remaining Overflow, GRT: roughly 2800

CTS
  • H-tree depth: 2
  • Total setup buffers inserted after CTS: 0
  • CTS Hold Bufs: 0
  • # resized after CTS: 0
  • Clock root cell: clkbuf_16
  • CTS max path bufs: 3
  • Clock sinks: between 300 and 400
  • Num CTS Buffers: 37
stage by stage:
| stage | utilization | cell area, um2 |
|---|---|---|
| after global placement | 0.574 | 35600 |
| after CTS | 0.596 | 36900 |
| after detailed placement | 0.574 | 35600 |
| after floorplan | - | 31400 |
cell families after synthesis:
| logic type | after synthesis |
|---|---|
| buffers and inverters | 414 |
| XOR/XNOR | 23 |
| AND-OR/OR-AND | 1821 |
| AND/OR/NAND/NOR | 1451 |
| other | 1 |
| multiplexers | 114 |
| flip-flops | 317 |
| adder cells (fa/ha/maj) | 49 |
layer usage:
layer,GRT usage,GRT overflow
met5,0.880,40
met4,0.968,630
met2,1.06,1222
met3,0.959,485
met1,0.983,457
